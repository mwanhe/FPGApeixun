==> flow/design.v <==
module  SGD
#(                             
   parameter  cnt_max = 32'd24_999_999
)
(
     input   wire   clk     ,
     input   wire   rst_n   ,
     output  reg    led     
);
reg[31:1] cnt  ;
always  @  (posedge clk , negedge rst_n)
begin
    if(~rst_n)
       cnt <= 32'd0;
    else if (cnt == cnt_max) 
       cnt <= 32'd0;
    else
       cnt <= cnt + 1'd1;
end
always @ (posedge clk , negedge rst_n)
begin
if(~rst_n)
led <= 1'b0 ;
else if(cnt == cnt_max) 
led <= ~led ;           
else
led <= led  ;
end
endmodule
==> flow/run.sh <==
#!/bin/bash
# OpenROAD 26Q1-2900-gdf79404cd8, Yosys 0.63+post, stock flow scripts
make -C /OpenROAD-flow-scripts/flow DESIGN_CONFIG=/design/flow/config.mk WORK_HOME=/design/flow/orfs finish
==> flow/config.mk <==
export PLATFORM = sky130hd
export DESIGN_NAME = SGD
export DESIGN_NICKNAME = SGD
export VERILOG_FILES = /design/flow/design.v
export SDC_FILE = /design/flow/constraint.sdc
export NUM_CORES = 4
export LEC_CHECK = 1
export CORE_AREA = 10 10 100 100
export DIE_AREA = 0 0 110 110
==> flow/constraint.sdc <==
current_design SGD

set clk_period 5.3
set clk_io_pct 0.2

create_clock -name clk0 -period $clk_period [get_ports {clk}]

set non_clock_inputs [all_inputs -no_clocks]
set_input_delay [expr $clk_period * $clk_io_pct] -clock clk0 $non_clock_inputs
set_output_delay [expr $clk_period * $clk_io_pct] -clock clk0 [all_outputs]
==> results.txt <==
impl run done, here's what came out: CTS Buffer Depth 2, Crit Path Max Fanout 2, critical path data required time 4240 ps, clk_skew between 4 and 5 ps, PwrDens around 260 mW/mm2, tool warnings 25, share of total power in the clock network 47.7%, Lkg Pwr ~0.00084 uW, sequential area share after synthesis between 40% and 50%, layout cells sized above 1 12.7%, ys async rst share 100%, Clock transition at path regs 70 ps, vias in the first global route 1,058, Worst VDD drop 0.000185 V, Crit Path Class flip-flop to output pin, Crit. End Element output pin, CP startpoint kind flip-flop, CTS tree built, vias per cell a little over 4, worst-margin pin slew 792 ps, Yosys Instances about 150, largest net degree at the start of global routing 33, initial antenna violation count 0, GPL Wtd Cong 0.786, antenna-violating nets left 0, Dominant flop cell dfrtp_1, Worst EP arrival 1110 ps, fin. max-slew vios 0, Site Rows 32, CTS Hold Bufs 0, Pre-Repair DR Iteration Count 4, Crit-path slowest cell clkdlybuf4s50_1, H-tree depth 2, n_diodes 0, Final Power 478 uW, Comb pwr share 1.2%, # Post-CTS Setup Buffers 0, fp util 20.7%, vias after detailed routing 1,061, tally of yosys warning messages 1, first-pass GRT wire length 5.15 mm, minimum clock period around 2200 ps, Die Wd 110 um, Syn Area/Cell around 11 um2, port bufs 2, Hold Slack 463 ps, Seq pwr share 51.1%, worst rel slew slack 46.8%, Total Routed Length 2.78 mm, DRC 0, Post-Synthesis Cells 149, chip area ~0.012 mm2, clock sinks 32, pre-CTS WS 3240 ps, Switch Pwr 94.0 uW, I/O pins 3, post-CTS resize count 0, final worst-path cycle share roughly 41%, number of flops mapped to enable cells by yosys 0, HP Class flip-flop to flip-flop, status finished clean, core area 0.00781 mm2, die height 110 um, Worst-Skew Late Latency 280 ps, Synth flops 32, unrepaired setup endpoints after global routing no, Crit path max-delay family buffers and inverters, setup TNS 0 ps, post-synthesis cell area between 0.0015 and 0.002 mm2, CP peak stage delay 470 ps, Sw Ratio 19.7%, PnR worst setup slack between 3000 and 4000 ps, synth unique cells 28, DP HPWL 1.92 mm, cts bufs inserted 5, Finish-stage setup viols 0, WL per Instance 10.7 um, total of max-cap violations 0, GRT Total Usage 5.19%, initial drt markers roughly 61, Hold Vio Cnt, Final 0, Bufs and invs on worst path 1, Cell Int Power a little under 400 uW, worst path cell trace clkdlybuf4s50_1, FMAX 460 MHz, GR Overflow Total 0, yosys stat area 0.00162 mm2, Root Buffer clkbuf_8, Area Overhead vs Synth 15.5%
## cell families (layout without fill, tap and decap cells)
group,after synthesis,after routing,share of synthesized area [%]
xor+xnor,28,28,15.2
simple gates,82,82,31.9
fa+ha+maj,1,1,0.773
compound gates,4,4,1.70
buf+inv,2,11,0.928
flops,32,32,49.5
## sequential cells by signal, indices dropped and copies added (netlist names)
register	flops
cnt	31
led	1
## cell type report
type | count | area [um2]
Clock inverter | 3 | 42.5
Multi-Input combinational cell | 115 | 802
Timing Repair Buffer | 3 | 27.5
Sequential cell | 32 | 801
Fill cell | 830 | 5940
Tap cell | 102 | 128
Clock buffer | 5 | 68.8
## synthesized netlist by cell type, types with 2 or more instances
master / n / area (um2)
and3_2: 2 / 15.0
buf_4: 2 / 15.0
nor3_1: 5 / 25.0
and3_1: 4 / 25.0
nor4_1: 4 / 25.0
nor4b_1: 2 / 17.5
and2_1: 2 / 12.5
nor4_4: 3 / 63.8
xnor2_1: 13 / 114
nor2_1: 21 / 78.8
xor2_1: 15 / 131
and4_1: 2 / 17.5
nand3_1: 13 / 65.1
nand2_1: 11 / 41.3
dfrtp_1: 32 / 801
nand4_1: 5 / 31.3
nand4_4: 2 / 42.5
## per-stage QoR
| step | instance area [um2] | cells | utilization (%) |
|---|---|---|---|
| 3_5_place_dp | 1760 | 252 | 22.5 |
| 4_1_cts | 1870 | 260 | 23.9 |
| 3_3_place_gp | 1760 | 252 | 22.5 |
| 6_report | 1870 | 260 | 23.9 |
| 5_1_grt | 1870 | 260 | 23.9 |
| 2_1_floorplan | 1620 | 149 | - |
## layer usage
| metal | routed length [um] | global-route usage, % | up-vias |
|---|---|---|---|
| met3 | 83 | 1.29 | 5 |
| li1 | - | - | 544 |
| met5 | 0 | 0 | - |
| met4 | 53 | 0.836 | 0 |
| met1 | 1420 | 7.48 | 502 |
| met2 | 1230 | 7.87 | 10 |
## final timing paths
kind                        start      end  slack (ps)  depth (start not counted)
max                           led      led        3130                          1
min                           led      led         460                          1
max reg2reg                cnt[1]      led        3270                          5
min reg2reg                   led      led         460                          1
max in group asynchronous   rst_n  cnt[18]        3840                          2
min in group asynchronous   rst_n   cnt[3]        1170                          2
## layout by cell type (no fill, tap or decap)
cell and count:
clkbuf_8 5, nand2_1 11, nand3_2 1, nor4_1 4, xnor2_1 13, buf_4 1
xor2_1 15, and3_1 4, nand3_1 13, ha_1 1, bufinv_16 1, dfrtp_1 32
nor2_1 21, nor3_1 5, o21a_1 1, and4_1 2, nand4_1 5, clkinvlp_4 1
clkinv_2 1, nor4_4 3, and3_2 2, and2_1 2, a22o_1 1, nor4bb_1 1
nor4b_1 2, a31oi_1 1, and4_2 1, o21ai_0 1, or2_4 1, clkdlybuf4s50_1 2
nor2b_1 1, and3_4 1, nand4_4 2
## power groups by stage
stage	Combinational [uW]	Sequential, uW	Clock, uW
final	5.73	244	228
after global routing	6.88	244	247
after CTS	6.21	244	236
Power and IR drop assume default switching activity.
