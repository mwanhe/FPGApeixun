## flow/config.mk

```make
export PLATFORM = sky130hd
export DESIGN_NAME = led_system
export DESIGN_NICKNAME = led_system
export VERILOG_FILES = /design/flow/design.v
export SDC_FILE = /design/flow/constraint.sdc
export NUM_CORES = 4
export LEC_CHECK = 1
export CORE_UTILIZATION = 30
```

## flow/constraint.sdc

```tcl
current_design led_system

set clk_period 4.0
set clk_io_pct 0.2

create_clock -name clk0 -period $clk_period [get_ports {clk}]

set non_clock_inputs [all_inputs -no_clocks]
set_input_delay [expr $clk_period * $clk_io_pct] -clock clk0 $non_clock_inputs
set_output_delay [expr $clk_period * $clk_io_pct] -clock clk0 [all_outputs]
```

## flow/design.v

```verilog
module   key_XD(
   input   wire   clk    ,
   input   wire   rst_n  ,
   input   wire   key    ,
   output   reg   key_ok    
);
reg  [31:0]  cnt  ;
always  @ (posedge clk , negedge rst_n)
begin
     if(~rst_n)
         cnt <= 32'd0  ;
     else if (key == 1'b1) 
         cnt <= 32'd0  ;
	 else if (cnt == 32'd999_999) 
	     cnt <= cnt  ;
	 else
	     cnt <= cnt + 1'b1  ;		 
end
always  @ (posedge clk , negedge rst_n)
begin
     if(~rst_n)
        key_ok <= 1'b0  ;
     else if (cnt == 32'd999_998)
	     key_ok <= 1'b1  ;
	 else
        key_ok <= 1'b0  ;	 
end
endmodule
module   ctrl(
   input   wire   clk    ,
   input   wire   rst_n  ,
   input   wire   key_ok    , 
   output   reg    system_en  
);
always  @ (posedge clk , negedge rst_n)
begin
     if(~rst_n)
        system_en <= 1'b0  ;
     else if (key_ok)   
	     system_en <= ~system_en  ;
	 else
        system_en <= system_en  ;	
end
endmodule 
module   led_D(
   input   wire   system_en    , 
   output   wire    led0 
);
assign   led0 = system_en  ;
endmodule 
module  led_SGD
#(                             
   parameter  cnt_max = 32'd24_999_999  
)
(
     input   wire   clk     ,
     input   wire   rst_n   ,
     input   wire   system_en  ,
     output  reg    led1   
);
reg[31:0] cnt  ;
always  @  (posedge clk , negedge rst_n)
begin
    if(~rst_n)
       cnt <= 32'd0;
    else if (cnt == cnt_max) 
       cnt <= 32'd0;
    else
       cnt <= cnt + 1'd1;
end
always @ (posedge clk , negedge rst_n)
begin
if(~rst_n)
led1 <= 1'b1 ;
else if(system_en == 1'b0) 
led1 <= 1'b1 ;           
else if(cnt == cnt_max) 
led1 <= ~led1 ;           
else
led1 <= led1  ;
end
endmodule
module   led_system(
   input   wire   clk    ,
   input   wire   rst_n  ,
   input   wire   key    ,
   output   wire    led0 ,
   output   wire    led1 
);
wire  key_ok ;
wire  system_en  ;
key_XD   key_XD_1(
   .clk    (clk   ),
   .rst_n  (rst_n ),
   .key    (key   ),
   .key_ok (key_ok)  
);
ctrl   ctrl_1(
   .clk        (clk      ),
   .rst_n      (rst_n    ),
   .key_ok     (key_ok   ),
   .system_en  (system_en)
);
led_D   led_D_1(
   .system_en   (system_en) ,
   .led0        (led0)
);
led_SGD
#(                           
   .cnt_max(32'd24_999_999)
)
led_SGD_1
(
     .clk       (clk      ) ,
     .rst_n     (rst_n    ) ,
     .system_en (system_en)  ,
     .led1      (led1     )
);
endmodule
```

## flow/run.sh

```bash
#!/bin/bash
# OpenROAD 26Q1-2900-gdf79404cd8, Yosys 0.63+post, stock flow scripts
make -C /OpenROAD-flow-scripts/flow DESIGN_CONFIG=/design/flow/config.mk WORK_HOME=/design/flow/orfs finish
```

==> flow_metrics.py <==
# Synthesis and PnR figures
metrics = {
    "place": {
        "place.gp.congestion": 0.804,
        "place_area_um2": 3610,
        "portBuffers": 4,
        "dpl.cell_count": 487,
        "hpwl_um": 4120,
        "pre_cts_slack_ns": 1.88,
    },
    "min_path": {
        "hp-start": "key_XD_1.key_ok",
        "whs_path_depth": 1,
        "hold_path.class": "register to register",
        "worst_hold_path.endpoint": "ctrl_1.system_en",
    },
    "grt": {
        "grt_max_degree": 47,
        "antenna_found_initial": 0,
        "grt-ovfl-total": 0,
        "grt_pass1_vias": 2466,
        "grt_use_total": 0.122,
        "grt_pass1_wl_um": 11300,
    },
    "synthesis": {
        "ys_sh_simple": 0.319,
        "synthFlopType": "dfrtp_1",
        "avgSynthCellArea_um2": 9.82,
        "seq_area_frac_synth": 0.492,
        "fa_ha_area_frac": 0.0110,
        "yosys.area_share.xor_xnor": 0.126,
        "ys_sh_mux": 0,
        "synth_area_um2": 3410,
        "yosysUniqueCellTypes": 32,
        "ys_warn_count": 3,
        "syn_inst": 347,
        "yosys_cells": 347,
        "edf_count": 0,
        "synth_flops": 67,
        "aoi_share": 0.0342,
        "ys_async_sr_fraction": 1.00,
        "synth_chip_area_um2": 3410,
        "synthTopLogicFamily": "simple AND/OR/NAND/NOR gates",
    },
    "worst_setup_path": {
        "r2r-end": "led_SGD_1.led1",
        "cp_data_required_time_ns": 4.26,
        "cp_data_arrival_time_ns": 2.39,
        "setup.worst_path.end_class": "register",
        "start_kind": "register",
        "r2r_slack_ns": 1.87,
        "crit_path_max_fanout": 15,
        "reg2reg_depth": 5,
        "rr_startpoint": "led_SGD_1.cnt[28]",
        "crit_type": "register to register",
    },
    "layout": {
        "area_growth_pct": 14.7,
        "final_core_utilization": 0.357,
        "drive_above_1_share": 0.0799,
        "finalNonFillerCells": 503,
        "nFillCells": 1068,
        "stdcell_area_um2": 3910,
    },
    "power": {
        "finalPower_mw": 1.48,
        "peakVddDrop_v": 0.000360,
        "leakage_nw": 1.67,
        "power.density_nw_per_um2": 380,
    },
    "detailed_routing": {
        "vias_per_cell": 4.89,
        "drt_iter0_drc": 112,
        "first_pass_iters": 4,
        "drc": 0,
        "wl_per_cell_um": 12.4,
        "n_antenna_cell": 0,
        "antenna_left": 0,
        "via_count": 2460,
        "routed_wl_um": 6230,
    },
    "floorplan": {
        "core_area_um2": 10900,
        "fp.dieW_um": 109,
        "io_pins": 5,
        "initCoreUtil": 0.312,
        "die_h_um": 109,
        "rows": 38,
        "chipArea_um2": 11800,
    },
    "run": {
        "warnings": 26,
        "timing.max_cap.violations": 0,
    },
    "sta": {
        "setup_viol": 0,
        "finalSetupTns_ns": 0,
        "max_freq_mhz": 469,
        "fin_crit_sh": 0.533,
        "finalWorstSetupSlack_ns": 1.87,
        "period_minus_slack_ns": 2.13,
        "tightest_slew_ns": 0.814,
        "hold_violations": 0,
        "relSlewSlack": 0.453,
        "rsz0062_at_grt": "no",
        "finalClockSkew_ns": 0.00309,
        "holdWs_ns": 0.425,
        "drv_slew": 0,
    },
    "cts": {
        "cts_max_level": 3,
        "post_cts_resized": 0,
        "clock_path_buffers": 2,
        "cts_tree": "done",
        "cts_inserted_buffers": 9,
        "clk_latency_ns": 0.33,
        "post_cts_buffers": 0,
        "clkTransAtPathRegs_ns": 0.06,
        "cts-root-buf": "clkbuf_16",
        "cts_hold_buf": 0,
        "clock_sinks": 67,
    },
    "status": {
        "outcome": "finished, final reports clean",
    },
}
cells in the mapped netlist (5+ instances only):
cell type,instances,share of area
xor2_1,19,0.049
inv_1,7,0.0077
dfrtp_1,66,0.48
and3_1,12,0.022
a21oi_1,10,0.015
nor2_1,49,0.054
nor4_1,10,0.018
or3_1,9,0.017
nor4b_1,5,0.013
nand3_1,25,0.037
o21ai_0,9,0.013
xnor2_1,30,0.077
nand2_1,30,0.033
nor3_1,13,0.019
nand4_1,13,0.024
and4_1,12,0.031
worst max-delay path: stages, from the launching register on:
cell	delay, ns
dfrtp_1	0.41
nor4b_1	0.38
nand4_1	0.23
nor4_4	0.77
xnor2_1	0.20
nand2_1	0.07
layout by cell type (no fill, tap or decap), types with 2 or more instances in the layout:
master and instances:
a21oi_1 10, xor2_1 19, or2_2 2, nand3_1 25, nand4_1 13, nor4b_1 4, or3_1 9, a21o_1 2
and3_1 12, nor3_1 13, clkdlybuf4s50_1 3, nor4_4 3, xnor2_1 30, dfrtp_1 66, clkbuf_16 9, nand2_1 30
nor4_1 10, and2_1 2, clkinvlp_4 2, nand4_2 2, and4_1 12, buf_4 3, o21ai_0 9, nor2_1 49
ha_1 3, clkbuf_1 2, inv_1 7
state kept, by name, indices dropped and copies added (netlist names):
register          cells
led_SGD_1.led1        1
led_SGD_1.cnt        32
key_XD_1.cnt         32
ctrl_1.system_en      1
key_XD_1.key_ok       1
how the worst max path moves through the flow:
stage | from | to | slack (ns) | cells after the start
final | led_SGD_1.cnt[28] | led_SGD_1.led1 | 1.87 | 5
after CTS | led_SGD_1.cnt[28] | led_SGD_1.led1 | 1.84 | 5
after global routing | key_XD_1.cnt[12] | key_XD_1.cnt[6] | 1.69 | 5
power by group:
part	total, mW	internal [mW]	switching, mW
Sequential	0.684	0.681	0.00347
Combinational	0.0268	0.00609	0.0207
Clock	0.773	0.498	0.275
Total	1.48	1.19	0.299
routing by layer:
metal | part of all wire | routed length (um) | vias to the layer above | GRT usage
met1 | 0.49 | 3080 | 1170 | 0.172
met2 | 0.46 | 2860 | 29 | 0.198
met3 | 0.036 | 227 | 8 | 0.0307
li1 | - | - | 1253 | -
met5 | 0 | 0 | - | 0
met4 | 0.010 | 64 | 0 | 0.0164
layout make-up:
| type | instances | area, um2 | share of cell area |
|---|---|---|---|
| sequential | 67 | 1680 | 0.429 |
| inverter | 7 | 26.3 | 0.00672 |
| timing repair buffer | 7 | 57.6 | 0.0147 |
| tap | 140 | 175 | 0.0448 |
| clock buffer | 12 | 246 | 0.0631 |
| multi-input combinational | 266 | 1680 | 0.429 |
| clock inverter | 4 | 50.0 | 0.0128 |
logic make-up (layout without fill, tap and decap cells):
logic type,Yosys count,in the layout
xor gates and xnor gates,49,49
and+or+nand+nor,192,192
adders and majority gates,3,3
AOI/OAI and AO/OA,22,22
DFF,67,67
buffers and inverters,14,30
Power is estimated from default activity; no workload was simulated.
