File: design.v
module  TOP(
     input   wire  [7:0]   A   ,
     input   wire  [7:0]   B   ,
     input   wire  [7:0]   C   ,
     input   wire  [7:0]   D   ,
     output  wire  [17:0]  Y   
);		
wire   [8:0]   add_mult1  ;
wire   [8:0]   add_mult2  ;
add  add_1(
         .add_in1 (A),
         .add_in2 (B),
         .add_out (add_mult1)
);
add   add_2(
         .add_in1 (C),
         .add_in2 (D),
         .add_out (add_mult2)
);
mult  mult_1(
     .mult_in1 (add_mult1) ,
     .mult_in2 (add_mult2) ,
     .mult_out (Y)
);
endmodule
module   add(
     input   wire   [7:0]  add_in1 ,
     input   wire   [7:0]  add_in2 ,
     output   wire   [8:0]  add_out 
);
assign  add_out = add_in1 + add_in2 ;
endmodule
module   mult(
     input   wire   [8:0]  mult_in1 ,
     input   wire   [8:0]  mult_in2 ,
     output   wire   [17:0]  mult_out 
);
assign   mult_out = mult_in1 * mult_in2  ;
endmodule 
File: run.sh
#!/bin/bash
# OpenROAD 26Q1-2900-gdf79404cd8, Yosys 0.63+post, stock flow scripts
make -C /OpenROAD-flow-scripts/flow DESIGN_CONFIG=/design/flow/config.mk WORK_HOME=/design/flow/orfs finish
File: config.mk
export PLATFORM = sky130hd
export DESIGN_NAME = TOP
export DESIGN_NICKNAME = TOP
export VERILOG_FILES = /design/flow/design.v
export SDC_FILE = /design/flow/constraint.sdc
export NUM_CORES = 4
export LEC_CHECK = 1
export CORE_UTILIZATION = 50
File: constraint.sdc
current_design TOP

set clk_period 12.3
set clk_io_pct 0.2

create_clock -name clk0 -period $clk_period

set non_clock_inputs [all_inputs -no_clocks]
set_input_delay [expr $clk_period * $clk_io_pct] -clock clk0 $non_clock_inputs
set_output_delay [expr $clk_period * $clk_io_pct] -clock clk0 [all_outputs]
==> changes_impl.md <==
## Flow update

- Reg area: 0 µm²
- Worst path max stage delay: 540 ps
- Critical path class: in -> out
- Yosys simple share: 18.93%
- Crit path cell chain: clkdlybuf4s50_1 -> ha_1 -> fa_1 -> a21oi_1 -> o21ai_0 -> a21oi_1 -> o21ai_1 -> and2_1 -> fa_1 -> fa_1 -> fa_1 -> inv_1 -> fa_1 -> inv_1 -> ha_1 -> a21oi_1 -> o21ai_0 -> o41ai_1 -> xnor2_1 -> clkdlybuf4s50_1
- Pre-Place Util: 51.72%
- Tightest Pin Transition: approximately 790 ps
- DRC: 0
- Arrival @ worst endpoint: roughly 8900 ps
- DRT iter0 DRCs: about 120
- Diode count: 0
- Final Cycle Share: 92.03%
- # Cells Yosys: a little over 400
- Area leader share: 31.70%
- Crit-path most repeated cell: fa_1
- Cells after synthesis: 403
- Critical path's top delay family: adder cells
- Resize count post-CTS: 0
- Largest cells by area: fa_1, ha_1, inv_1
- Hold Vio Cnt, Final: 0
- Slowest cell on crit path: fa_1
- Commonest cells in the netlist: inv_1, ha_1, fa_1
- RD Place Congestion: ~0.90
- Vias per cell: between 5 and 6
- Post-Syn Area: 3284 µm²
- Yosys cell types: 37
- Syn Area/Cell: around 8 µm²
- Vias in the first global route: 2811
- Post-route setup TNS: 0 ps
- CP Capture Type: output pin
- Endpoints failing setup: 0
- DIE HEIGHT: 83.05 µm
- Final hold slack: about 6300 ps
- Setup ws final: about 1000 ps
- Max Freq: 88.35 MHz
- Worst EP required: 9840 ps
- Area growth syn-to-layout: 17.94%
- Avg WL per Cell: roughly 12 µm
- Core area: 6350 µm²
- Min Tclk post-route: roughly 11000 ps
- Antenna-violating nets left: 0
- Area leader, netlist: fa_1
- Element type at the critical path start: primary input
- Final WL: about 6.6 mm
- Post-synth seq share: 0%
- Hold WC Path Type: in -> out
- Die Width: a little over 80 µm
- CP max FO: 9
- I/O pin total: roughly 50
- Final core occ: 61.00%
- Registers: 0
- Share of cells above drive strength 1: between 1.5 and 2%
- Total gr overflow: 0
- Status: completed
- Largest net degree at the start of global routing: 10
- Xor+xnor area frac: 7.200%
- Dpl ws: 1015 ps
- Crit path buffers/inverters: 4
- Most frequent cell after synthesis: inv_1
- Max Slew Vio Count: 0
- Global-route wire length before repair: 12.45 mm
- Yosys warnings: 0
- Port Buffers: 50
- Synthesized-area fraction occupied by adder cells: 52.27%
- Placed wire-length estimate: around 5.8 mm
- Synth Area in Compound Gates: 11.43%
- Hold buffer count at cts: 0
- Max cap viols: 0
- Total die size: 6897 µm²
- Site Rows: 29
- Worst slew margin: between 40% and 50%
- Post-CTS Setup Inserts: 0
- Yosys stat chip area: 3284 µm²
- Tool warning count: 33
- Pre-Repair DR Iteration Count: 4
- Initial antenna violation count: 0
- Vias: 2754
- Multiplexer share: 0%
- RSZ-0062 raised after global routing: false
- Total Routing Usage GR: ~23%
- Main logic family after synthesis: adder cells
- Clkbuf count: 0
cell families after synthesis:
logic type / count (synthesis)
AND/OR/NAND/NOR: 124
adder cells (fa/ha/maj): 106
XOR/XNOR: 27
AND-OR/OR-AND: 57
buffers and inverters: 89
worst min-delay path, cell delays in order:
cell and delay, ps:
clkdlybuf4s50_1 460, ha_1 320, and2_1 170, clkdlybuf4s50_1 410
final timing paths:
check	startpoint	end	slack [ps]	cells after the start
worst min-delay path	B[0]	Y[0]	6280	4
worst max-delay path	C[0]	Y[17]	980	20
layer usage:
| layer | track usage [%] | part of all wire (%) | vias to the layer above |
|---|---|---|---|
| li1 | - | - | 1393 |
| met1 | 35.30 | 49 | 1314 |
| met2 | 39.05 | 48 | 47 |
| met3 | 1.312 | 3.4 | 0 |
| met4 | 0 | 0 | 0 |
| met5 | 0 | 0 | - |
stage by stage:
step                cells  cell area (µm²)
floorplan             403             3284
global placement      528             3874
detailed placement    528             3874
CTS                   528             3874
global route          528             3874
finish                528             3874
cell type report:
cell class | count | area (µm²)
repair buffers | 50 | 500.5
well taps | 77 | 96.34
fillers | 573 | 2476
multi-input cells | 314 | 2950
inverters | 87 | 326.6
cell usage in the layout, fill, tap and decap left out, drive strengths merged, types with 2 or more instances in the layout:
cell type and count:
inv 87, ha 54, nor3 6, o41ai 3
a21o 6, and2 13, nand2 35, clkdlybuf4s50 50
nor2 22, nor2b 10, a31oi 3, or2 4
and3 6, o21a 4, xnor2 22, o211ai 2
o21bai 3, fa 52, nand3 15, xor2 5
a21oi 19, a311oi 2, o21ai 12, nand2b 8
